===== design/flow/config.mk =====
export PLATFORM = sky130hd
export DESIGN_NAME = axis_headerizer
export DESIGN_NICKNAME = axis_headerizer
export VERILOG_FILES = /design/flow/design.v
export SDC_FILE = /design/flow/constraint.sdc
export NUM_CORES = 4
export LEC_CHECK = 1
export CORE_AREA = 10 10 94 94
export DIE_AREA = 0 0 104 104

===== design/flow/constraint.sdc =====
current_design axis_headerizer

set clk_period 3.0
set clk_io_pct 0.2

create_clock -name clk0 -period $clk_period [get_ports {clk}]

set non_clock_inputs [all_inputs -no_clocks]
set_input_delay [expr $clk_period * $clk_io_pct] -clock clk0 $non_clock_inputs
set_output_delay [expr $clk_period * $clk_io_pct] -clock clk0 [all_outputs]

===== design/flow/design.v =====
package dbg_guv_ctl_regs_pkg;
    localparam DBG_GUV_CTL_REVISION = 4;
    localparam logic [31:0] DBG_GUV_CTL_DEFAULT_BASEADDR = 32'h00000000;
    localparam logic [31:0] CMD_LO_OFFSET = 32'h00000000;  
    localparam CMD_LO_VALUE_BIT_OFFSET = 0;  
    localparam CMD_LO_VALUE_BIT_WIDTH = 32;  
    localparam logic [31:0] CMD_LO_VALUE_RESET = 32'b00000000000000000000000000000000;  
    localparam logic [31:0] CMD_HI_OFFSET = 32'h00000004;  
    localparam CMD_HI_VALUE_BIT_OFFSET = 0;  
    localparam CMD_HI_VALUE_BIT_WIDTH = 32;  
    localparam logic [31:0] CMD_HI_VALUE_RESET = 32'b00000000000000000000000000000000;  
endpackage: dbg_guv_ctl_regs_pkg
`timescale 1ns / 1ps
module axis_headerizer # (
    parameter DATA_WIDTH = 64,
    parameter DEST_WIDTH = 16,
    parameter ID_WIDTH = 16,
    parameter USER_WIDTH = 8,
    parameter RESET_TYPE = 0,
    parameter ENABLE_TLAST_HACK = 0
) (
    input wire clk,
    input wire rst,
    input wire [DATA_WIDTH -1:0] sides_TDATA,
    input wire sides_TVALID,
    output wire sides_TREADY,
    input wire sides_TLAST,
    input wire [(DATA_WIDTH/8) -1:0] sides_TKEEP,
    input wire [DEST_WIDTH -1:0] sides_TDEST,
    input wire [ID_WIDTH -1:0] sides_TID,
    input wire [USER_WIDTH -1:0] sides_TUSER,
    output wire [DATA_WIDTH -1:0] hdr_TDATA,
    output wire hdr_TVALID,
    input wire hdr_TREADY,
    output wire hdr_TLAST,
    output wire [(DATA_WIDTH/8) -1:0] hdr_TKEEP
);
    localparam WAIT_FIRST_VLD = 0;
    localparam WAIT_LAST = 1;
    reg state = WAIT_FIRST_VLD;
    wire rst_sig; 
generate if (RESET_TYPE == 1) begin 
    assign rst_sig = rst; 
end else begin 
    assign rst_sig = ~rst; 
end endgenerate 
wire unused_dummy_in_wire_rst_sig_macro;
generate if (RESET_TYPE == 0) begin
    always @(posedge clk) begin
        case (state)
        WAIT_FIRST_VLD:
            state <= (hdr_TVALID && hdr_TREADY) ? WAIT_LAST : WAIT_FIRST_VLD;
        WAIT_LAST:
            state <= (hdr_TVALID && hdr_TREADY && hdr_TLAST) ? WAIT_FIRST_VLD : WAIT_LAST;
        endcase
    end
end else begin
    always @(posedge clk) begin
        if (rst_sig) begin
            state <= WAIT_FIRST_VLD;
        end else begin
            case (state)
            WAIT_FIRST_VLD:
                state <= (hdr_TVALID && hdr_TREADY) ? WAIT_LAST : WAIT_FIRST_VLD;
            WAIT_LAST:
                state <= (hdr_TVALID && hdr_TREADY && hdr_TLAST) ? WAIT_FIRST_VLD : WAIT_LAST;
            endcase
        end
    end
end endgenerate
    localparam PAD_WIDTH = DATA_WIDTH - (1 + DEST_WIDTH + ID_WIDTH + USER_WIDTH);
    wire [DATA_WIDTH -1:0] header = {{PAD_WIDTH{1'b0}}, sides_TLAST, sides_TDEST, sides_TID, sides_TUSER};
    assign hdr_TDATA = (state == WAIT_LAST) ? sides_TDATA : header;
    assign hdr_TVALID = sides_TVALID;
    assign sides_TREADY = (state == WAIT_LAST) && hdr_TREADY;
    assign hdr_TKEEP = (state == WAIT_LAST) ? sides_TKEEP : {(DATA_WIDTH/8){1'b1}};
generate if (ENABLE_TLAST_HACK == 0) begin
    assign hdr_TLAST = (state == WAIT_LAST) && sides_TLAST;
end else begin
    assign hdr_TLAST = (state == WAIT_LAST);
end endgenerate
endmodule

===== design/flow/run.sh =====
#!/bin/bash
# OpenROAD 26Q1-2900-gdf79404cd8, Yosys 0.63+post, stock flow scripts
make -C /OpenROAD-flow-scripts/flow DESIGN_CONFIG=/design/flow/config.mk WORK_HOME=/design/flow/orfs finish

==> reports/qor.yml <==
status: "complete, no violations"
p_comb_share_pct: 97.1
crit_type: "input port to primary output"
wire_per_inst_um: 15.7
die_x_um: 104
port_buffers: 190
ant_nets: 0
antenna_found_initial: 0
whs_ns: 0.774
logic_family: "multiplexers"
synth-seq-cells: 1
top_register: "state"
slew_headroom_pct: 64.4
drv_slew: 0
path_cells: "clkdlybuf4s50_1 -> and2_1 -> clkdlybuf4s50_1"
largestRegisters: "state (1)"
arrival_ns: 1.73
initCoreUtil_pct: 12.1
dpl.cell_count: 365
post_cts_buffers: 0
pwr-share-clk_pct: 0
largest_reg_flops: 1
ys_sh_simple_pct: 24.9
drv_cap: 0
post-route-drc-count: 0
ys_chip_area_sq_um: 830
gp_congestion: 0.688
ctsHoldBuffers: 0
mux_area_share_pct: 63.3
cpPeakStageDelay_ns: 0.49
power.switching_uw: 125
routed_wl_um: 5740
drt_iter0_markers: 23
synth_cells: 86
setup_viol: 0
yosysSeqAreaShare_pct: 2.41
peakVddDrop_mv: 0.0699
grt_pass1_vias: 1389
grt_pass1_wl_um: 8520
intPower_uw: 459
rsz0062_at_grt: "no"
synth_area_per_cell_sq_um: 9.65
ctsResizeCount: 0
ys_sh_adder_pct: 0
syn_to_final_growth_pct: 238
hold_class: "flop to flop"
fill_cells: 702
startpoint_type: "input port"
clk_latency_ns: 0
clk_pin_slew_worst_paths_ns: 0
firstDrtPassIters: 4
grt_max_degree: 39
crit_top_cell: "clkdlybuf4s50_1"
synthesis.area_sq_um: 830
power_leakage_uw: 0.00110
via_count: 1350
required_ns: 2.40
fin_crit_ns: 2.33
grtUsageTotal_pct: 9.73
dieArea_sq_um: 10800
final_layout_size_suffix_gt1_share_pct: 16.4
dp_hpwl_um: 5290
final_cells: 365
std_cell_rows: 30
synthAoiAreaFrac_pct: 1.36
tool_warnings: 29
ys_cells: 86
power.density_nw_per_um2: 209
overflow: 0
core_sq_um: 6830
ys_types: 11
ios: 192
diodes: 0
worstMarginPinSlew_ns: 0.534
synth_warnings: 1
worst_path_max_delay_cell: "clkdlybuf4s50_1"
finalCritPeriodShare_pct: 77.6
synthXorXnorAreaFrac_pct: 0
endpoint_kind: "primary output"
tns_ns: 0
die_y_um: 104
finClkSkew_ns: 0
swShare_pct: 21.4
hold_viol_final: 0
critPathMaxFanout: 2
seqPwrFrac_pct: 2.9
vias_per_cell: 3.70
max_freq_ghz: 0.429
## layer usage
metal / vias to the layer above / GRT usage (%) / routed length, um / share of wire, %
met5: - / 0 / 0 / 0
met4: 0 / 0 / 0 / 0
met3: 0 / 4.51 / 718 / 13
met2: 111 / 17.0 / 2750 / 48
met1: 579 / 11.3 / 2270 / 40
li1: 660 / - / - / -
## path summary, 6_finish.rpt
| check | start | end | slack, ns | cells after the start |
|---|---|---|---|---|
| setup / recovery | sides_TLAST | hdr_TLAST | 0.67 | 3 |
| hold reg to reg | state | state | 0.77 | 3 |
| setup reg to reg | state | state | 1.77 | 3 |
| hold / removal | state | state | 0.77 | 3 |
## power groups by stage
| stage | registers [uW] | clock network (uW) | logic, uW |
|---|---|---|---|
| 4_1_cts | 17.2 | 0 | 584 |
| 5_1_grt | 17.4 | 0 | 615 |
| 6_report | 17.1 | 0 | 567 |
## cells by family (layout without fill, tap and decap cells)
logic type             after synthesis  count (layout)
and+or+nand+nor                     33              33
buffers and inverters                9             192
DFF                                  1               1
muxes                               41              41
AOI/OAI and AO/OA                    2               2
## layout make-up
class                      count  area (sq um)  area share [%]
sequential                     1          21.3           0.759
timing repair buffer         192          1920            68.4
multi-input combinational     76           743            26.5
tap                           96           120            4.29
## worst max-delay path, delay by kind of cell
kind / cells / cell delay [ns]
buffers and inverters: 2 / 0.96
and+or+nand+nor: 1 / 0.16
## cells in the mapped netlist
cell type,instances,area (sq um)
a21oi_1,1,5.00
a31oi_1,1,6.26
and2_1,25,156
buf_2,3,15.0
buf_4,1,7.51
buf_6,3,33.8
clkbuf_2,2,10.0
dfxtp_1,1,20.0
mux2_2,24,270
mux2_4,17,255
nand2b_1,8,50.1
## layout by cell type, fill, tap and decap left out
| cell | count |
|---|---|
| mux2_2 | 24 |
| a31oi_1 | 1 |
| clkdlybuf4s50_1 | 190 |
| mux2_4 | 17 |
| a21oi_1 | 1 |
| and2_1 | 25 |
| buf_4 | 2 |
| dfxtp_2 | 1 |
| nand2b_1 | 8 |
## through the flow
| step | setup slack [ns] | utilization, % | power [uW] | area (sq um) |
|---|---|---|---|---|
| 5_1_grt | 0.627 | 41.0 | 633 | 2800 |
| 4_1_cts | 0.637 | 41.0 | 601 | 2800 |
| 2_1_floorplan | 1.49 | - | 194 | 830 |
| 3_3_place_gp | 0.634 | 41.0 | 597 | 2800 |
| 6_report | 0.671 | 41.0 | 584 | 2800 |
| 3_5_place_dp | 0.639 | 41.0 | 598 | 2800 |
Power figures rest on the tool's default switching activity, not on a simulated workload.
